File: ./config.mk
export PLATFORM = sky130hd
export DESIGN_NAME = sha256_computation
export DESIGN_NICKNAME = sha256_computation
export VERILOG_FILES = /design/flow/design.v
export SDC_FILE = /design/flow/constraint.sdc
export NUM_CORES = 4
export LEC_CHECK = 1
export CORE_UTILIZATION = 30
export SYNTH_HDL_FRONTEND = slang
File: ./run.sh
#!/bin/bash
# OpenROAD 26Q1-2900-gdf79404cd8, Yosys 0.63+post, stock flow scripts
make -C /OpenROAD-flow-scripts/flow DESIGN_CONFIG=/design/flow/config.mk WORK_HOME=/design/flow/orfs finish
File: ./constraint.sdc
current_design sha256_computation

set clk_period 40.8
set clk_io_pct 0.2

create_clock -name clk0 -period $clk_period [get_ports {clk}]

set non_clock_inputs [all_inputs -no_clocks]
set_input_delay [expr $clk_period * $clk_io_pct] -clock clk0 $non_clock_inputs
set_output_delay [expr $clk_period * $clk_io_pct] -clock clk0 [all_outputs]
File: ./design.v
module sha256_computation (
    input wire clk,                 
    input wire reset,               
    input wire start,               
    input wire [31:0] w_in,         
    input wire [31:0] k_in,         
    input wire [255:0] h_in,        
    output reg [255:0] h_out,       
    output reg done                 
);
    reg [31:0] a, b, c, d, e, f, g, h;
    reg [31:0] t1, t2;
    reg [6:0] round;                
    reg [255:0] h_temp;             
    function [31:0] ch;
        input [31:0] x, y, z;
        begin
            ch = (x & y) ^ (~x & z);
        end
    endfunction
    function [31:0] maj;
        input [31:0] x, y, z;
        begin
            maj = (x & y) ^ (x & z) ^ (y & z);
        end
    endfunction
    function [31:0] sigma0;
        input [31:0] x;
        begin
            sigma0 = ({x[1:0], x[31:2]} ^ {x[12:0], x[31:13]} ^ {x[21:0], x[31:22]});
        end
    endfunction
    function [31:0] sigma1;
        input [31:0] x;
        begin
            sigma1 = ({x[5:0], x[31:6]} ^ {x[10:0], x[31:11]} ^ {x[24:0], x[31:25]});
        end
    endfunction
    always @(posedge clk or posedge reset) begin
        if (reset) begin
            a <= 0;
            b <= 0;
            c <= 0;
            d <= 0;
            e <= 0;
            f <= 0;
            g <= 0;
            h <= 0;
            round <= 0;
            done <= 0;
            h_out <= 0;
            h_temp <= 0;
        end
        else if (start && round == 0) begin
            a <= h_in[255:224];
            b <= h_in[223:192];
            c <= h_in[191:160];
            d <= h_in[159:128];
            e <= h_in[127:96];
            f <= h_in[95:64];
            g <= h_in[63:32];
            h <= h_in[31:0];
            h_temp <= h_in;  
            round <= 0;
            done <= 0;
        end
        else if (round < 64) begin
            t1 <= h + sigma1(e) + ch(e, f, g) + k_in + w_in;
            t2 <= sigma0(a) + maj(a, b, c);
            h <= g;
            g <= f;
            f <= e;
            e <= d + t1;
            d <= c;
            c <= b;
            b <= a;
            a <= t1 + t2;
            round <= round + 1;
        end
        else if (round == 64) begin
            h_out[255:224] <= h_temp[255:224] + a;
            h_out[223:192] <= h_temp[223:192] + b;
            h_out[191:160] <= h_temp[191:160] + c;
            h_out[159:128] <= h_temp[159:128] + d;
            h_out[127:96]  <= h_temp[127:96]  + e;
            h_out[95:64]   <= h_temp[95:64]   + f;
            h_out[63:32]   <= h_temp[63:32]   + g;
            h_out[31:0]    <= h_temp[31:0]    + h;
            done <= 1;
            round <= round + 1;
        end
    end
endmodule
==> ci_impl_report.md <==
## PnR job results

| Metric | Value |
|---|---|
| Synth Warn # | 0 |
| Cell Type Count | 86 |
| Fmax | 78.8 MHz |
| Status | completed |
| CTS tree | done |
| Post-Syn Area | 53400 um2 |
| RSZ-0062 raised after global routing | false |
| DR vias/cell | 5.12 |
| Buf+Inv Stages, Crit Path | 4 |
| Worst-path fanout max | 5 |
| Post-CTS Hold Fix Bufs | 0 |
| Avg Cell Area, Syn | 8.76 um2 |
| XOR-XNOR Cells, Area Fraction | 7.50% |
| Total GRT Usage | 24.6% |
| Multiplexer share of the synthesized area | 0.792% |
| Adder Area Share | 13.2% |
| # Cells Yosys | 6093 |
| Highest-count cells in the layout ignoring fill and taps | nand2_1, dfrtp_1, clkdlybuf4s50_1, ha_1, inv_1 |
| Headroom to the max-slew limit | 44.6% |
| Port Buffers | 579 |
| Vias in the first global route | 45300 |
| Layout area overhead | 22.7% |
| H-tree lvl count | 3 |
| Cell area leaders | dfrtp_1, nand2_1, ha_1 |
| Min Tclk post-route | 12.70 ns |
| Worst setup EP type | flop |
| Sink Count | 840 |
| Drt total wl | 216000 um |
| Simple-Gate Fraction of Synth Area | 17.9% |
| Largest net degree at the start of global routing | 121 |
| Wire per inst | 23.9 um |
| Chip Area | 180000 um2 |
| Yosys top cell by area | dfrtp_1 |
| Top area contributor share | 36.4% |
| Antenna-violating nets left | 0 |
| Vias | 46200 |
| Final hold vios | 0 |
| Worst-Skew Late Latency | 0.74 ns |
| Compound Share, Synth | 16.3% |
| IO Pins | 580 |
| Sequential share of the synthesized area | 40.0% |
| Count of library flops with an enable pin | 64 |
| Slew at the pin closest to its max-slew limit | 0.826 ns |
| Fillcell total | 17700 |
| Initial antenna violation count | 27 |
| Core Region | 176000 um2 |
| Element type at the critical path start | input pin |
| Max Cap Viol | 0 |
| Most numerous logic cell after layout | nand2_1 |
| Worst path slowest cell | a41oi_1 |
| Final setup fails | 0 |
| Chip area in the Yosys report | 53400 um2 |
| Post_cts resized | 0 |
| GRT overflow | 0 |
| DRC errors left | 0 |
| DRT Pass-1 Iters | 29 |
| Placer Congestion | 0.998 |
| FP Util | 30.3% |
| Yosys reg bits | 840 |
| Chip height | 424 um |
| Dpl hpwl | 174000 um |
| Critical path arrival | 13.19 ns |
| Async SR Flop Fraction | 92.4% |
| Main flop type | dfrtp_1 |
| Register clock-pin slew on the reported worst setup and hold paths | 0.06 ns |
| Final period utilization | 31.1% |
| Cells after Synth | 6093 |
| Row count | 154 |
| CTS Buffer Depth | 3 |
| Setup CP Type | in2reg |
| CP Cell Sequence | clkdlybuf4s50_1 -> inv_1 -> fa_1 -> fa_1 -> fa_1 -> inv_1 -> ha_1 -> inv_1 -> fa_1 -> nor2b_1 -> o31a_1 -> o22ai_2 -> o221ai_1 -> a41oi_1 -> o221ai_1 -> a21o_1 -> a21oi_1 -> xnor2_1 |
| Final Skew | 0.0571 ns |
| Worst hold path type | reg2reg |
| Top Family by Delay on Critical Path | AND-OR/OR-AND gates |
| Cts bufs inserted | 104 |
| Main logic family after synthesis | simple AND/OR/NAND/NOR gates |
| Violation count after the first detailed-route iteration | 3272 |
| Log Warnings | 34 |
| Post-CTS Setup Repair Bufs | 0 |
| Root buffer cell | clkbuf_16 |
| Crit path DRT | 41.30 ns |
| Max Slew Vio Count | 0 |
| Die Width | 424 um |
| Most frequent CP cell | fa_1 |
| First-pass GRT wire length | 312000 um |
| Worst path max stage delay | 0.64 ns |
| Share of cells above drive strength 1 | 4.48% |
| Total Neg Setup Slack | 0 ns |
-- metrics by stage --
step	instance area, um2	hold WS, ns	util, %	std cells	worst slack [ns]
floorplan	53400	0.414	-	6093	10.86
global placement	61700	0.458	35.0	8814	27.50
detailed placement	61700	0.459	35.0	8814	27.48
CTS	65500	0.473	37.1	9011	28.26
global route	65500	0.494	37.1	9020	27.92
finish	65500	0.467	37.1	9020	28.10
-- worst reg2reg max path: stages (launching register included) --
cell	delay (ns)
dfrtp_1	0.60
inv_1	0.22
xnor2_1	0.48
fa_1	0.50
fa_1	0.49
inv_1	0.04
ha_1	0.21
inv_1	0.09
fa_1	0.23
nor2b_1	0.07
o31a_1	0.27
o22ai_2	0.35
o221ai_1	0.27
a41oi_1	0.64
o221ai_1	0.30
a21o_1	0.23
a21oi_1	0.17
xnor2_1	0.08
-- cell usage after synthesis (54+ instances only) --
cell type,n
edfxtp_1,64
o211ai_1,84
inv_1,345
dfrtp_1,776
a21o_1,174
o21a_1,61
xor2_1,156
nor3_1,54
nand2_1,1568
nor2_1,165
o21ai_0,342
clkbuf_1,254
nand3_1,243
a21oi_1,295
o21ai_1,65
ha_1,375
fa_1,103
xnor2_1,301
-- state kept, by name, indices dropped and copies added (netlist names) --
register,count
h,32
done,1
e,32
h_out,256
t1,32
a,32
round,7
t2,32
g,32
c,32
b,32
h_temp,256
d,32
f,32
-- layer usage --
layer	part of all wire [%]	global-route usage [%]
met5	0.0083	0
met4	4.5	8.97
met3	7.3	6.44
met2	49	40.2
met1	40	31.7
-- worst paths after layout --
path                                 start          to  slack, ns  cells after the start
max in group asynchronous            reset    round[6]      30.16                      5
min in group asynchronous            reset   h_out[83]       8.07                      2
worst min register to register  h_out[115]  h_out[115]       0.47                      2
worst min-delay path            h_out[115]  h_out[115]       0.47                      2
worst max register to register        e[7]      t1[31]      35.31                     17
worst max-delay path               w_in[1]      t1[31]      28.10                     18
-- area by class of cell --
cell class | count | area (um2) | area share, %
Antenna cell | 9 | 22.5 | 0.0344
Timing Repair Buffer | 646 | 6350 | 9.69
Inverter | 346 | 1310 | 2.00
Sequential cell | 840 | 21300 | 32.6
Multi-Input combinational cell | 4642 | 29800 | 45.5
Clock inverter | 53 | 766 | 1.17
Tap cell | 2340 | 2930 | 4.47
Clock buffer | 144 | 2980 | 4.56
-- logic make-up after synthesis --
logic type	after synthesis
fa+ha+maj	509
xor+xnor	457
simple gates	2268
compound gates	1367
buf+inv	611
flops	840
mux	41
